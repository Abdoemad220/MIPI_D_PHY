File: flow/config.mk
export PLATFORM = sky130hd
export DESIGN_NAME = timer
export DESIGN_NICKNAME = timer
export VERILOG_FILES = /design/flow/design.v
export SDC_FILE = /design/flow/constraint.sdc
export NUM_CORES = 4
export LEC_CHECK = 1
export CORE_UTILIZATION = 40
File: flow/constraint.sdc
current_design timer

set clk_period 8.9
set clk_io_pct 0.2

create_clock -name clk0 -period $clk_period [get_ports {clk}]

set non_clock_inputs [all_inputs -no_clocks]
set_input_delay [expr $clk_period * $clk_io_pct] -clock clk0 $non_clock_inputs
set_output_delay [expr $clk_period * $clk_io_pct] -clock clk0 [all_outputs]
File: flow/design.v
module timer(
    input logic clk,
    input logic rst,
    input logic enable,  
    input logic [31:0] reload,  
    output logic time_pass  
);
    logic [31:0] counter;
    always_ff @(posedge clk or posedge rst) begin
        if (rst) begin
            counter <= 'b0;
            time_pass <= 1'b0;
        end else if (enable) begin
            if (counter == 32'd0) begin
                counter <= reload;
                time_pass <= 1'b1;  
            end else begin
                counter <= counter - 1;
                time_pass <= 1'b0;
            end
        end else begin
            counter <= 32'd0;
            time_pass <= 1'b0;
        end
    end
endmodule
File: flow/run.sh
#!/bin/bash
# OpenROAD 26Q1-2900-gdf79404cd8, Yosys 0.63+post, stock flow scripts
make -C /OpenROAD-flow-scripts/flow DESIGN_CONFIG=/design/flow/config.mk WORK_HOME=/design/flow/orfs finish
==> flow_metrics.env <==
# source this file to load flow results
export IMPL_period_minus_slack_ps=3360
export IMPL_p_total_mw=0.826
export IMPL_fp_coreArea_um2=4720
export IMPL_fin_skew_ps=6.79
export IMPL_yosysTopAreaCell="dfrtp_1"
export IMPL_ys_cells=209
export IMPL_power_density_nw_per_um2=337
export IMPL_ir_drop_v=0.000150
export IMPL_synthTopCellsByArea="dfrtp_1, xnor2_1, nor2_1, a21oi_1, a211oi_1"
export IMPL_numPortBuffers=35
export IMPL_avgSynthCellArea_um2=9.42
export IMPL_tns_ps=0
export IMPL_yosysWarnings=1
export IMPL_vias=1647
export IMPL_edf_count=0
export IMPL_most_common_cell="dfrtp_1"
export IMPL_rows=25
export IMPL_syn_area_um2=1970
export IMPL_maxCapViolCount=0
export IMPL_ctsResizeCount=0
export IMPL_layout_drive_gt1_share_pct=8.54
export IMPL_antenna_found_initial=0
export IMPL_grt_pass1_vias=1599
export IMPL_slowest_delay_ps=810
export IMPL_cts_setup_buffers=0
export IMPL_openroad_warnings=26
export IMPL_fin_crit_sh_pct=37.7
export IMPL_first_pass_iters=4
export IMPL_ios=36
export IMPL_clock_sinks=33
export IMPL_top_area_share_pct=42.0
export IMPL_fmax_mhz=298
export IMPL_wl_met2_um=1820
export IMPL_p_leak_nw=0.981
export IMPL_met1_length_um=2110
export IMPL_grt_pass1_wl_um=7450
export IMPL_rsz0062_at_grt="false"
export IMPL_htreeDepth=2
export IMPL_wl_met3_um=218
export IMPL_crit_arrival_ps=3530
export IMPL_die_w_um=72.1
export IMPL_track_usage_pct=18.6
export IMPL_drc_errors=0
export IMPL_synthArstFlopShare_pct=100
export IMPL_overflow=0
export IMPL_critical_path_max_fanout=17
export IMPL_drtIter0Drc=83
export IMPL_relSlewSlack_pct=56.4
export IMPL_critPathLaunchType="primary input"
export IMPL_routed_wl_um=4210
export IMPL_cts_max_path_buffers=2
export IMPL_ys_types=43
export IMPL_slowest_stage="clkdlybuf4s50_1"
export IMPL_chipArea_um2=5200
export IMPL_tightestPinTransition_ps=648
export IMPL_seq_area_frac_synth_pct=42.0
export IMPL_layout_cells_non_filler=313
export IMPL_wl_per_cell_um=13.5
export IMPL_routed_top_layer="met4"
export IMPL_drtAntennaViolNets=0
export IMPL_worstSetupEndpointType="register"
export IMPL_worstSetupPathType="primary input to register"
export IMPL_place_gp_congestion=0.805
export IMPL_outcome="completed"
export IMPL_holdBufCountCts=0
export IMPL_cts_tree="built"
export IMPL_timing_hold_violations_final=0
export IMPL_holdWs_ps=533
export IMPL_cts_buffers=5
export IMPL_insertion_delay_ps=290
export IMPL_worstPathCellList="clkdlybuf4s50_1, clkinv_1, a311oi_1"
export IMPL_clk_pin_slew_ps=60
export IMPL_initial_core_util_pct=41.7
export IMPL_synthCells=209
export IMPL_via_per_inst=5.26
export IMPL_hpwl_um=2960
export IMPL_numSynthFlops=33
export IMPL_dp_cells=305
export IMPL_grt_max_degree=34
export IMPL_dieHeight_um=72.1
export IMPL_synthFlopType="dfrtp_1"
export IMPL_drv_slew=0
export IMPL_num_antenna_cells=0
export IMPL_yosysChipArea_um2=1970
export IMPL_clock_root_buffer="clkbuf_8"
export IMPL_top_cells_by_count="dfrtp_1, nor2_1, a21oi_1"
export IMPL_setup_violations=0
export IMPL_area_growth_syn_to_layout_pct=24.4
export IMPL_worstPathRequired_ps=9080
export IMPL_timing_hold_worst_class="register to register"
==> layout by cell type (no fill, tap or decap), types with 3 or more instances in the layout <==
| master | count |
|---|---|
| nor2_1 | 24 |
| xor2_1 | 8 |
| buf_4 | 3 |
| inv_1 | 4 |
| o31ai_1 | 3 |
| or4_1 | 4 |
| xnor2_1 | 15 |
| dfrtp_1 | 33 |
| o21ai_0 | 14 |
| nor3_1 | 9 |
| a21oi_1 | 17 |
| or3_1 | 5 |
| nand2_1 | 11 |
| clkdlybuf4s50_1 | 35 |
| a211oi_1 | 11 |
| clkbuf_8 | 5 |
| nand3_1 | 4 |
| nor4_1 | 6 |
==> layer usage <==
layer,GRT usage (%),vias up
met5,0,-
met4,2.18,0
met3,4.23,6
met2,28.7,31
met1,28.7,769
li1,-,841
==> stage by stage <==
step / setup WS, ps / area (um2) / util, %
after global placement: 5240 / 2370 / 50.1
after floorplan: 6400 / 1970 / -
after CTS: 5470 / 2450 / 51.8
after detailed placement: 5190 / 2370 / 50.1
final: 5540 / 2450 / 51.8
after global routing: 5340 / 2450 / 51.8
==> sequential cells by signal (all words and copies together), names as in the netlist <==
signal / flops
counter: 32
time_pass: 1
==> cells by family after synthesis <==
logic type / Yosys count / share of synthesized area [%]
fa+ha+maj: 2 / 1.27
compound gates: 55 / 17.7
buf+inv: 14 / 3.94
simple gates: 81 / 24.3
flops: 33 / 42.0
mux: 1 / 0.509
xor+xnor: 23 / 10.2
==> area by class of cell <==
class,count,area [um2]
inverter,5,18.8
timing repair buffer,38,373
tap,67,83.8
sequential,33,826
clock inverter,2,10.0
fill,437,2270
multi-input combinational,162,1060
clock buffer,6,72.6
==> critical path, delay by kind of cell <==
family,cells,cell delay [ps]
compound gates,1,350
buf+inv,2,1390
==> where the power goes <==
| group | leakage, nW | internal, mW | switching (mW) |
|---|---|---|---|
| Clock | 0.0450 | 0.0542 | 0.0558 |
| Combinational | 0.489 | 0.201 | 0.253 |
| Sequential | 0.447 | 0.202 | 0.0594 |
| Total | 0.981 | 0.457 | 0.369 |
==> path summary, 6_finish.rpt <==
check	cells past startpoint	to	startpoint	slack, ps
max	3	counter[7]	enable	5540
min	1	counter[0]	counter[0]	530
max reg2reg	7	counter[0]	counter[0]	6280
min reg2reg	1	counter[0]	counter[0]	530
max in group asynchronous	3	counter[3]	rst	6710
min in group asynchronous	3	counter[9]	rst	1880
No activity file was given, so power comes from the tool's default toggle rates.
