==> config.mk <==
export PLATFORM = sky130hd
export DESIGN_NAME = LP_CTRL_CLK_Lane
export DESIGN_NICKNAME = LP_CTRL_CLK_Lane
export VERILOG_FILES = /design/flow/design.v
export SDC_FILE = /design/flow/constraint.sdc
export NUM_CORES = 4
export LEC_CHECK = 1
export CORE_AREA = 10 10 73 73
export DIE_AREA = 0 0 83 83
==> constraint.sdc <==
current_design LP_CTRL_CLK_Lane

set clk_period 2.5
set clk_io_pct 0.2

create_clock -name clk0 -period $clk_period [get_ports {TxClkEsc}]

set non_clock_inputs [all_inputs -no_clocks]
set_input_delay [expr $clk_period * $clk_io_pct] -clock clk0 $non_clock_inputs
set_output_delay [expr $clk_period * $clk_io_pct] -clock clk0 [all_outputs]
==> design.v <==
module LP_CTRL_CLK_Lane #(
        parameter TIME_WAIT_WIDTH = 32
    )(
        input  TxClkEsc,
        input  rst_n,
        input  ForceTxStopmode,
        input  Enable,
        input  TxUlpsExit,
        input  TxRequestHS,
        input  time_flag,
        input  TxUlpsClk,
        output reg  timer_enable,
        output reg  ULP_CG_EN,
        output reg  Stopstate,
        output reg  UlpsActiveNot,
        output reg [1:0] LP_MODE_SEQ,
        output reg  HS_EN,
        output reg  [TIME_WAIT_WIDTH-1:0] time_wait
    );
    parameter T_LPX = 2 ;
    parameter T_prepare = 1 ;
    parameter T_POST  = 2;
    parameter T_TRAIL = 2;
    parameter T_Wakeup = 20000 ;
    typedef enum bit [3:0] {
                turned_off,
                stop,
                HS_RQST,
                Bridge,
                SEQ_HS0,
                Trail,
                ULPS_RQST,
                ULPS,
                ULPS_EXIT
            } state_t;
    state_t current_state,next_state;
    always @(posedge TxClkEsc or negedge rst_n) begin
        if (!rst_n) begin
            current_state <= turned_off;
        end
        else begin
            current_state <= next_state;
        end
    end
    always @(*) begin
        case (current_state)
            turned_off: begin
                if (Enable && ForceTxStopmode) begin
                    next_state = stop;
                end
                else begin
                    next_state = turned_off;
                end
            end
            stop: begin
                if (TxRequestHS && !ForceTxStopmode) begin
                    next_state = HS_RQST;
                end
                else if (TxUlpsClk && !TxRequestHS && !ForceTxStopmode) begin
                    next_state = ULPS_RQST;
                end
                else begin
                    next_state = stop;
                end
            end
            HS_RQST: begin
                if (time_flag) begin
                    next_state = Bridge;
                end
                else begin
                    next_state = HS_RQST;
                end
            end
            Bridge: begin
                if (time_flag) begin
                    next_state = SEQ_HS0;
                end
                else begin
                    next_state = Bridge;
                end
            end
            SEQ_HS0: begin
                if (!TxRequestHS) begin
                    next_state = Trail;
                end
                else begin
                    next_state = SEQ_HS0;
                end
            end
            Trail: begin
                if (time_flag) begin
                    next_state = stop;
                end
                else begin
                    next_state = Trail;
                end
            end
            ULPS_RQST: begin
                if (time_flag && TxUlpsClk) begin
                    next_state = ULPS;
                end
                else begin
                    next_state = ULPS_RQST;
                end
            end
            ULPS: begin
                if (TxUlpsExit) begin
                    next_state = ULPS_EXIT;
                end
                else begin
                    next_state = ULPS;
                end
            end
            ULPS_EXIT: begin
                if (time_flag) begin
                    next_state = stop;
                end
                else begin
                    next_state = ULPS_EXIT;
                end
            end
            default: begin
                next_state = turned_off;
            end
        endcase
    end
    always @(*) begin
        timer_enable = 1'b0;
        ULP_CG_EN = 1'b0;
        Stopstate = 1'b0;
        UlpsActiveNot = 1'b1;
        LP_MODE_SEQ = 2'b00;
        HS_EN = 1'b0;
        time_wait = {TIME_WAIT_WIDTH{1'b0}};
        case (current_state)
            turned_off: begin
                timer_enable = 1'b0;
                ULP_CG_EN = 1'b0;
                Stopstate = 1'b0;
                UlpsActiveNot = 1'b1;
                LP_MODE_SEQ = 2'b00;
                HS_EN = 1'b0;
                time_wait = {TIME_WAIT_WIDTH{1'b0}};
            end
            stop: begin
                LP_MODE_SEQ = 2'b11;
                Stopstate = 1'b1;
            end
            HS_RQST: begin
                LP_MODE_SEQ = 2'b01;
                timer_enable = 1'b1;
                time_wait = T_LPX;
                if(time_flag) begin
                    timer_enable = 1'b0;
                end
            end
            Bridge: begin
                LP_MODE_SEQ=2'b00;
                timer_enable=1'b1;
                time_wait=T_prepare;
                if(time_flag) begin
                    timer_enable = 1'b0;
                end
            end
            SEQ_HS0: begin
                HS_EN=1;
            end
            Trail: begin
                HS_EN=1;
                timer_enable=1;
                time_wait=T_POST+T_TRAIL;
                if(time_flag) begin
                    timer_enable = 1'b0;
                end
            end
            ULPS_RQST: begin
                LP_MODE_SEQ=2'b10;
                timer_enable=1;
                time_wait=T_LPX;
                if(time_flag) begin
                    timer_enable = 1'b0;
                end
            end
            ULPS: begin
                LP_MODE_SEQ=2'b00;
                UlpsActiveNot=1'b0;
                ULP_CG_EN=1'b1;
                timer_enable=1'b1;
                time_wait=T_LPX;
                if(time_flag) begin
                    timer_enable = 1'b0;
                end
            end
            ULPS_EXIT: begin
                LP_MODE_SEQ=2'b10;
                UlpsActiveNot=1'b1;
                timer_enable=1'b1;
                time_wait=T_Wakeup;
                if(time_flag) begin
                    timer_enable = 1'b0;
                end
            end
        endcase
    end
endmodule
==> run.sh <==
#!/bin/bash
# OpenROAD 26Q1-2900-gdf79404cd8, Yosys 0.63+post, stock flow scripts
make -C /OpenROAD-flow-scripts/flow DESIGN_CONFIG=/design/flow/config.mk WORK_HOME=/design/flow/orfs finish
==> GITHUB_STEP_SUMMARY <==
### Flow metrics

| Metric | Value |
|---|---|
| Top-Level Pins | `47` |
| Vias | `439` |
| CP arrival | `1.73 ns` |
| Tmin final | `2.23 ns` |
| Die width | `83 um` |
| Post-route ant nets | `0` |
| Setup Total Neg Slack | `0 ns` |
| Final wirelength | `1590 um` |
| Achievable Freq | `449 MHz` |
| Post-Synthesis Cell Area | `619 um2` |
| Setup Crit Path Kind | `register to primary output` |
| Fp util | `0.165` |
| Final Max Tran Viols | `0` |
| Avg Cell Area, Syn | `9.24 um2` |
| Crit path largest cell delay | `0.41 ns` |
| Clock skew | `0.00196 ns` |
| CP Launch Type | `register` |
| Mux cell area share | `0.0182` |
| Crit path max fanout | `4` |
| Top cells excl fill/tap | `24 x conb_1, 22 x clkdlybuf4s50_1, 8 x dfrtp_1` |
| Slowest-stage cell, CP | `clkdlybuf4s50_1` |
| Comb area leader | `buffers and inverters` |
| Post-synth seq share | `0.366` |
| Cell Chain, Critical Path | `or3_4 > o31a_1 > clkdlybuf4s50_1` |
| Hold-fix buffers, CTS | `0` |
| Hold Path Class | `register to register` |
| Top cells by area | `buf_4 34%, dfrtp_1 32%, dfstp_2 4.2%, inv_1 3.0%, a22o_1 2.8%` |
| CTS Sinks | `9` |
| Cells after Synth | `67` |
| Final hold viol count | `0` |
| Yosys stat area | `619 um2` |
| Layout cells sized above 1 | `0.116` |
| Leakage | `0.386 nW` |
| Synth-to-layout area growth | `31.9%` |
| Die area | `6890 um2` |
| Routed length per instance | `11.9 um` |
| Clk latency of the worst-skew pair | `0.23 ns` |
| Total CTS buffers | `3` |
| HP Start | `current_state[0]$_DFF_PN1_` |
| Worst hold slack | `0.477 ns` |
| Synth area leader | `buf_4` |
| Tool warning count | `25` |
| Overall Global Routing Usage | `0.0439` |
| Antenna violations before repair | `0` |
| Simple share | `0.0970` |
| CP Capture Type | `primary output` |
| Residual DRC count | `0` |
| Chip Height | `83 um` |
| Netlist cell types | `22` |
| Largest net degree at the start of global routing | `10` |
| Adder share | `0` |
| Worst VDD drop | `148 uV` |
| # port buffers | `22` |
| First-pass GRT wire length | `2590 um` |
| CTS tree | `built` |
| Crit path DRT | `2.00 ns` |
| GPL Wtd Cong | `0.696` |
| Hpwl dp | `1380 um` |
| Dominant logic cell type in the layout | `conb_1` |
| Fin crit share | `0.891` |
| Outcome | `finished, final reports clean` |
| # resized after CTS | `0` |
| Final setup violating endpoints | `0` |
| Max Cap Viol | `0` |
| Core area | `3740 um2` |
| Drt first-iter violations | `27` |
| Pwr dens | `638 nW/um2` |
| Post-synth regs | `9` |
| Gr ovfl total | `0` |
| Crit path buf inv count | `1` |
| # Cells Yosys | `67` |
| Vias in the first global route | `518` |
| N_diodes | `0` |
| Core Util, Final | `0.218` |
| Clock Path Buffers | `2` |
| Critical Path Source | `current_state[4]$_DFF_PN0_` |
| Via/cell ratio | `3.28` |
| Clock Pin Slew Worst Setup and Hold Paths | `0.04 ns` |
| Row count | `22` |
| Yosys aoi share | `0.125` |
| Crit path max-delay family | `buffers and inverters` |
| # Post-CTS Setup Buffers | `0` |
| CTS root buf | `clkbuf_8` |
| Xor/xnor share | `0` |
| Top cell area share | `0.339` |
| Syn. warnings | `1` |
| DRT Pass-1 Iters | `4` |
| H-tree depth | `1` |
| Critical R2R Launch | `current_state[1]$_DFF_PN0_` |
| Unrepaired setup endpoints after global routing | `no` |
## final cells by class
class                      instances  area (um2)
fill                             420        2930
multi-input combinational         45         239
timing repair buffer              23         228
sequential                         9         226
tap                               48        60.1
clock buffer                       4        45.0
inverter                           5        18.8
## Yosys cell counts, drive strengths merged
library cell   n
buf           28
dfrtp          8
inv            5
clkbuf         3
nand2          3
a22o           2
o21ai          2
or2            2
or3            2
a21boi         1
a221o          1
a32o           1
and3           1
conb           1
dfstp          1
mux2           1
nand3          1
nor2b          1
o21bai         1
o22ai          1
o31a           1
## metrics by stage
step                cell area, um2  worst slack [ns]  power (mW)  cells
finish                         817             0.271       0.521    134
global route                   817             0.191       0.556    134
CTS                            817             0.249       0.532    134
detailed placement             772             0.355       0.362    130
global placement               772             0.358       0.362    130
floorplan                      706              1.01       0.267     90
## cells by family after synthesis
family | count (synthesis)
DFF | 9
buffers and inverters | 36
other | 1
muxes | 1
AOI/OAI and AO/OA | 10
and+or+nand+nor | 10
## path summary, 6_finish.rpt
check | to | slack, ns | depth (start not counted)
worst max-delay path | timer_enable | 0.27 | 3
worst min-delay path | current_state[0]$_DFF_PN1_ | 0.48 | 1
worst max register to register | current_state[5]$_DFF_PN0_ | 1.28 | 2
worst min register to register | current_state[0]$_DFF_PN1_ | 0.48 | 1
max in group asynchronous | current_state[0]$_DFF_PN1_ | 1.60 | 1
min in group asynchronous | current_state[1]$_DFF_PN0_ | 0.57 | 1
## power by group
part           internal, mW  switching [mW]
clock                 0.111          0.0556
combinational         0.126          0.0413
sequential            0.167          0.0205
## layer usage
layer,vias to the layer above,GRT usage,part of all wire
li1,203,-,-
met1,206,0.0468,0.39
met2,26,0.0754,0.49
met3,4,0.0217,0.090
met4,0,0.0108,0.021
met5,-,0,0
Power figures rest on the tool's default switching activity, not on a simulated workload.
