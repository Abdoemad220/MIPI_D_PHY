<file path="flow/config.mk">
export PLATFORM = sky130hd
export DESIGN_NAME = hs_clk_ctrl
export DESIGN_NICKNAME = hs_clk_ctrl
export VERILOG_FILES = /design/flow/design.v
export SDC_FILE = /design/flow/constraint.sdc
export NUM_CORES = 4
export LEC_CHECK = 1
export CORE_AREA = 10 10 70 70
export DIE_AREA = 0 0 80 80
</file>
<file path="flow/constraint.sdc">
current_design hs_clk_ctrl

set clk_period 2.3
set clk_io_pct 0.2

create_clock -name clk0 -period $clk_period [get_ports {clk}]

set non_clock_inputs [all_inputs -no_clocks]
set_input_delay [expr $clk_period * $clk_io_pct] -clock clk0 $non_clock_inputs
set_output_delay [expr $clk_period * $clk_io_pct] -clock clk0 [all_outputs]
</file>
<file path="flow/design.v">
module hs_clk_ctrl(
    input logic clk, rst,  
    input logic hs_enable,  
    input logic time_pass,  
    input logic hs_req,  
    output logic hs_clk,  
    output logic hs_active,  
    output logic timer_enable,  
    output logic [5:0] timer_reload  
);
localparam  ZERO_CLK = 27,
            RX_SETUP = 4,
            POST_DATA = 6,
            STOP_CLK = 6;
logic hs_clk_enable;  
typedef enum logic [2:0] {
    IDLE_OFF = 3'b000,
    HS_START = 3'b001, 
    CLK_PREPARE = 3'b011,
    HS_ACTIVE = 3'b010,  
    PRE_HS_STOP = 3'b110, 
    HS_STOP = 3'b111
} state_t;
state_t current_state, next_state;
always @(posedge clk or posedge rst) begin
    if (rst) 
        current_state <= IDLE_OFF;
    else
        current_state <= next_state;
end
always @(*) begin
    case (current_state)
        IDLE_OFF: begin
            if (hs_enable && hs_req) 
                next_state = HS_START;
            else 
                next_state = IDLE_OFF;
        end
        HS_START: begin
            if(time_pass)
                next_state = CLK_PREPARE;
            else 
                next_state = HS_START;
        end
        CLK_PREPARE: begin
            if(!hs_enable || !hs_req)  
                next_state = IDLE_OFF;
            else if(time_pass)
                next_state = HS_ACTIVE;
            else
                next_state = CLK_PREPARE;
        end
        HS_ACTIVE: begin
            if (!hs_req) 
                next_state = PRE_HS_STOP;
            else 
                next_state = HS_ACTIVE;
        end
        PRE_HS_STOP: begin
            if (time_pass)
                next_state = HS_STOP;
            else
                next_state = PRE_HS_STOP;
        end
        HS_STOP: begin
            if (time_pass)
                next_state = IDLE_OFF;
            else 
                next_state = HS_STOP;
        end
        default: 
            next_state = IDLE_OFF;
endcase
end
always @(*) begin
    case(current_state)
        IDLE_OFF: begin
            hs_clk_enable = 1'b0;
            hs_active = 1'b0;
            timer_enable = 1'b0;
            timer_reload = 1'b0;
        end
        HS_START: begin
            hs_clk_enable = 1'b0;
            hs_active = 1'b0;
            timer_enable =  1'b1;
            timer_reload =  ZERO_CLK;
        end
        CLK_PREPARE: begin
            hs_clk_enable = 1'b1;  
            hs_active = 1'b0;
            timer_enable = 1'b1;
            timer_reload = RX_SETUP;  
        end
        HS_ACTIVE: begin
            hs_clk_enable = 1'b1;  
            hs_active = 1'b1;
            timer_enable = 1'b0;
            timer_reload = 1'b0; 
        end         
        PRE_HS_STOP: begin
            hs_clk_enable = 1'b1; 
            hs_active = 1'b0;
            timer_enable = 1'b1;
            timer_reload = POST_DATA;  
        end
        HS_STOP: begin
            hs_clk_enable = 1'b0; 
            hs_active = 1'b0;
            timer_enable = 1'b1;
            timer_reload = STOP_CLK;  
        end
        default: begin
            hs_clk_enable = 1'b0;
            hs_active = 1'b0;
            timer_enable = 1'b0;
            timer_reload = 1'b0;
        end
    endcase
end
always_comb begin
        hs_clk = (hs_clk_enable ) ? clk : 1'b0;
end
endmodule
</file>
<file path="flow/run.sh">
#!/bin/bash
# OpenROAD 26Q1-2900-gdf79404cd8, Yosys 0.63+post, stock flow scripts
make -C /OpenROAD-flow-scripts/flow DESIGN_CONFIG=/design/flow/config.mk WORK_HOME=/design/flow/orfs finish
</file>
==> out/results.ini <==
[run_status]
status = finished, final reports clean

[worst_setup_path]
cp_data_arrival_time_ns = 1.75
startpoint_type = flop
worst-path-max-fanout = 4
critPathKind = reg2out
cp.required_ns = 1.84
crit_chain = or3_4, or2_1, clkdlybuf4s50_1
end_kind = output pin
cpPeakStageDelay_ns = 0.41
cp_num_buf_inv = 1
cp_slowest_cell = clkdlybuf4s50_1
crit_family = simple AND/OR/NAND/NOR gates

[timing]
rsz0062_at_grt = false
drv_slew = 0
fmax_ghz = 0.453
finalSetupTns_ns = 0
setup_ws_ns = 0.0904
finClkSkew_ns = 0.00121
min_period_ns = 2.21
setup_viol = 0
finalHoldViolCount = 0
fin_crit_sh = 0.961

[floorplanning]
core_area_sq_um = 3420
fp.dieH_um = 80
fp_util = 0.0875
rows = 21
die_area_sq_um = 6400
die_w_um = 80
pin_count = 14

[global_route]
grt_pass1_wl_um = 1190
globalRouteOverflowTotal = 0
grt_max_degree = 8
grt_usage = 0.0228
antenna_found_initial = 0
grt_pass1_vias = 290

[synth]
synthTopCellsByArea = dfrtp_1 (42%), dfstp_2 (8.8%), buf_4 (7.5%)
synthArstFlopShare = 1.00
top_area_cell = dfrtp_1
ys_chip_area_sq_um = 299
top_cells_by_count = dfrtp_1 (5), inv_1 (4), buf_4 (3), nand2_1 (3), nand3_1 (3)
synth_top_area_share = 0.418
yosysWarnings = 1
ys_seq_share = 0.506
synthCells = 31
syn_area_per_cell_sq_um = 9.65
edf_count = 0
synth_flops = 6
ff_type = dfrtp_1
synth.most_common_cell = dfrtp_1
yosysUniqueCellTypes = 17
syn_area_sq_um = 299
ys_cells = 31

[cells_and_area]
num-fill-cells = 393
syn_to_final_growth_pct = 66.5
drive_above_1_share = 0.174

[clock_network]
cts_tree = built
clk_pin_slew_worst_paths_ns = 0.04
hold_buffers = 0
clkLatencyLatePin_ns = 0.34

[power]
p_per_area_nw_per_um2 = 755
leakage_nw = 0.208
pwr-share-seq = 0.342
comb_power_share = 0.172
vdd_drop_max_mv = 0.113
switching_share = 0.210
intPower_mw = 0.297
p_sw_mw = 0.0789
power_frac_clock = 0.486

[place]
place_ws_ns = 0.229
portBuffers = 12
routabilityCongestion = 0.723
hpwl_um = 597

[detailed_routing]
drtIter0Drc = 4
drt_pass1_iterations = 4
via_per_inst = 2.98
via_count = 274
antenna_cells = 0
drt-total-wl_um = 744
drc = 0
avgRoutedWirePerCell_um = 8.09
final_antenna_net_count = 0

[hold_path]
hold_class = in2async

[flow_run]
drv_cap = 0
warnings = 27

-- worst paths after layout --
kind	startpoint	end	slack, ns	cells after the start
min in group clk0	current_state[0]	current_state[3]	0.52	2
setup / recovery	flop	timer_enable	0.09	3
hold / removal	rst	current_state[1]	0.33	2
max in group asynchronous	rst	current_state[0]	1.71	2
setup reg to reg	current_state[2]	flop	1.46	1
hold reg to reg	current_state[0]	current_state[3]	0.52	2
-- layout by cell type (no fill, tap or decap) --
| cell type | count |
|---|---|
| clkdlybuf4s50_1 | 11 |
| clkbuf_4 | 6 |
| dfrtp_1 | 5 |
| inv_1 | 4 |
| nand2_1 | 3 |
| nand3_1 | 3 |
| o21ai_1 | 2 |
| mux2_1 | 1 |
| or3_4 | 1 |
| o2bb2ai_1 | 1 |
| a21boi_1 | 1 |
| o22ai_1 | 1 |
| or2_1 | 1 |
| or3_1 | 1 |
| o31a_1 | 1 |
| conb_1 | 1 |
| clkbuf_1 | 1 |
| dfstp_2 | 1 |
| dlygate4sd2_1 | 1 |
-- area by class of cell --
| class | instances | area (sq um) | share of cell area |
|---|---|---|---|
| Clock buffer | 8 | 57.6 | 0.116 |
| Multi-Input combinational cell | 17 | 106 | 0.214 |
| Sequential cell | 6 | 151 | 0.304 |
| Inverter | 4 | 15.0 | 0.0302 |
| Tap cell | 46 | 57.6 | 0.116 |
| Timing Repair Buffer | 11 | 110 | 0.221 |
-- kinds of logic after synthesis --
kind of cell           synth area share
buffers and inverters             0.138
DFF                               0.506
AOI/OAI and AO/OA                 0.138
and+or+nand+nor                   0.167
other                            0.0125
muxes                            0.0377
-- power groups by stage --
stage	sequential [mW]	clock [mW]	combinational (mW)
after CTS	0.129	0.195	0.0663
after global routing	0.130	0.208	0.0716
final	0.129	0.183	0.0646
-- layer usage --
metal / track usage / part of all wire / wire length [um]
met4: 0.0194 / 0.046 / 34
met3: 0.0170 / 0.16 / 117
met5: 0 / 0 / 0
met2: 0.0305 / 0.38 / 284
met1: 0.0228 / 0.41 / 307
-- metrics by stage --
stage,util,hold WS (ns),cells,area [sq um],power [mW]
3_3_place_gp,0.132,0.503,85,450,0.207
4_1_cts,0.146,0.327,92,498,0.390
3_5_place_dp,0.132,0.514,85,450,0.208
6_report,0.146,0.331,92,498,0.376
5_1_grt,0.146,0.344,92,498,0.409
2_1_floorplan,-,0.250,31,299,0.158
-- repair_timing --
action / CTS / global route
setup buffers: 0 / 0
setup endpoints to repair: 1 / 0
resized: 1 / 0
Power is estimated from default activity; no workload was simulated.
